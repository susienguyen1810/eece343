<file path="design/flow/config.mk">
export PLATFORM = sky130hd
export DESIGN_NAME = Integrator
export DESIGN_NICKNAME = Integrator
export VERILOG_FILES = /design/flow/design.v
export SDC_FILE = /design/flow/constraint.sdc
export NUM_CORES = 4
export LEC_CHECK = 1
export CORE_AREA = 10 10 70 70
export DIE_AREA = 0 0 80 80
</file>
<file path="design/flow/constraint.sdc">
current_design Integrator

set clk_period 1.8
set clk_io_pct 0.2

create_clock -name clk0 -period $clk_period [get_ports {Clk}]

set non_clock_inputs [all_inputs -no_clocks]
set_input_delay [expr $clk_period * $clk_io_pct] -clock clk0 $non_clock_inputs
set_output_delay [expr $clk_period * $clk_io_pct] -clock clk0 [all_outputs]
</file>
<file path="design/flow/design.v">
module Integrator (input logic Start, Clk, Reset, 
						output logic [15:0] SUM, 
						output logic Done);
logic [3:0]state;
logic [3:0]nextstate;
logic [15:0] sum;
assign SUM = ( Done == 1) ? sum : 16'hxx;
always_ff @ (posedge Clk, posedge Reset)
		 if(Reset) state <= 0;
		 else 	  state <= nextstate;
reg[6:0] ROM[0:7];
initial begin
ROM[0] = 7'b0000010;  
ROM[1] = 7'b0000011;  
ROM[2] = 7'b0000101;  
ROM[3] = 7'b0000111;  
ROM[4] = 7'b0001011;  
ROM[5] = 7'b0001101;  
ROM[6] = 7'b0010001;  
ROM[7] = 7'b0010011;  
end
always_comb begin
		 case(state) 
		 4'b0000 : begin  
		 sum = 0;
		 Done = 0;
		 if (Start ==1'b1) nextstate = 4'b0001;
		 else	nextstate = 4'b0000;
		 end
		 4'b0001 : begin  
		 sum = ROM[0];
		 Done = 0;
		 nextstate = 4'b0010;
		 end
		 4'b0010 : begin  
		 sum = ROM[0] + ROM[1];
		 Done = 0;
		 nextstate = 4'b0011;
		 end
		 4'b0011 : begin  
		 sum = ROM[0] + ROM[1] + ROM[2];
		 Done = 0;
		 nextstate = 4'b0100;
		 end
		 4'b0100 : begin  
		 sum = ROM[0] + ROM[1] + ROM[2] + ROM[3];
		 Done = 0;
		 nextstate = 4'b0101;
		 end
		 4'b0101 : begin  
		 sum = ROM[0] + ROM[1] + ROM[2] + ROM[3] + ROM[4];
		 Done = 0;
		 nextstate = 4'b0110;
		 end
		 4'b0110 : begin  
		 sum = ROM[0] + ROM[1] + ROM[2] + ROM[3] + ROM[4] + ROM[5];
		 Done = 0;
		 nextstate = 4'b0111;
		 end
		 4'b0111 : begin  
		 sum = ROM[0] + ROM[1] + ROM[2] + ROM[3] + ROM[4] + ROM[5] + ROM[6];
		 Done = 0;
		 nextstate = 4'b1000;
		 end
		 4'b1000 : begin  
		 sum = ROM[0] + ROM[1] + ROM[2] + ROM[3] + ROM[4] + ROM[5] + ROM[6] + ROM[7];
		 Done = 1;
		 nextstate = 4'b0000;
		 end
		 default: begin
		 nextstate=4'b0000;
		 sum = 0;
		 Done = 0;
		 end
		 endcase
		 end
endmodule 
</file>
<file path="design/flow/run.sh">
#!/bin/bash
# OpenROAD 26Q1-2900-gdf79404cd8, Yosys 0.63+post, stock flow scripts
make -C /OpenROAD-flow-scripts/flow DESIGN_CONFIG=/design/flow/config.mk WORK_HOME=/design/flow/orfs finish
</file>
==> metrics.csv <==
stage;metric;value;unit
grt;grt_util_met1;2.98;%
logic_synthesis;common_cells;9 x buf_4, 8 x dfrtp_1, 3 x or3_1;
placed_design;dpl_cell_area;485;sq um
grt;grt.busiest_layer;met2;
logic_synthesis;top_area_share;54.2;%
placed_design;numPortBuffers;10;
detailed_routing;routed_via_density;2.60;
logic_synthesis;async_flop_share;100;%
setup_path;critPathArrivalTime;1.37;ns
final_layout;syn2layout_area_growth;42.7;%
logic_synthesis;top_logic_kind;buffers and inverters;
logic_synthesis;simple_gate_share;13.9;%
detailed_routing;drt-initial-drc-count;4;
logic_synthesis;yosys_cells;33;
logic_synthesis;yosysSeqAreaShare;61.4;%
detailed_routing;routed_wl;795;um
setup_path;critical-path-slowest-cell;dfrtp_2;
logic_synthesis;synthXorXnorAreaFrac;0;%
logic_synthesis;synth_cells;33;
detailed_routing;drt_first_pass_iters;4;
grt;grt_pass1_wl;1240;um
logic_synthesis;adder_share;0;%
grt;grt_max_degree;10;
timing;rsz0062_at_grt;no;
power;cellPowerDensity;686;nW/um^2
clock_tree;cts-root-buf;clkbuf_4;
job;drv_cap;0;
status;status;complete, no violations;
clock_tree;cts_tree;done;
floorplan;rows;21;
clock_tree;cts_inserted_buffers;3;
clock_tree;cts_hold_buf;0;
clock_tree;clockBufferDepth;2;
final_layout;reg.largest.list;state x9;
timing;drv_slew;0;
logic_synthesis;synth_top_cell_by_count;buf_4;
power;ir_drop;0.374;mV
power;power.leakage;0.000288;uW
timing;clock_skew;0.00167;ns
timing;fmax;579;MHz
setup_path;worstPathMaxFanout;4;
final_layout;largest_reg_flops;9;
grt;grtUsageMet2;3.21;%
power;pwr-share-clk;41.3;%
power;comb_power_share;2.7;%
clock_tree;cts_max_level;1;
detailed_routing;diodes;0;
power;switching_share;19.3;%
logic_synthesis;mux_share;0;%
floorplan;die_y;80;um
final_layout;top_register;state;
floorplan;initCoreUtil;10.8;%
setup_path;path_cells;buf_4, nor2_4, nand2_1, clkdlybuf4s50_1;
logic_synthesis;aoi_share;2.37;%
detailed_routing;ant_nets;0;
floorplan;die_area;6400;sq um
setup_path;path_class;reg2out;
grt;antenna_found_initial;0;
setup_path;endpoint_kind;output pin;
floorplan;core_region_area;3420;sq um
setup_path;crit_required;1.44;ns
detailed_routing;num_vias;239;
floorplan;ioPinCount;20;
logic_synthesis;postSynthAreaPerCell;11.2;sq um
logic_synthesis;yosys_warnings;1;
job;warnings;25;
clock_tree;clk_pin_slew;0.06;ns
setup_path;max_stage_delay;0.40;ns
grt;grt_pass1_vias;272;
detailed_routing;drc;0;
final_layout;final_area;527;sq um
grt;use_met3;2.16;%
timing;layout_min_cycle_time;1.73;ns
logic_synthesis;synth-edff-count;0;
timing;fin_tns_setup;0;ns
grt;grt-ovfl-total;0;
floorplan;die_x;80;um
logic_synthesis;numSynthFlops;9;
logic_synthesis;ys_area;369;sq um
logic_synthesis;synth-main-ff-cell;dfrtp_1;
setup_path;crit_buf_inv;2;
placed_design;hpwl;663;um
final_layout;drive_gt1_share;19.6;%
clock_tree;clk-insertion-delay-late;0.25;ns
grt;grt_usage;2.45;%
logic_synthesis;synth_cell_type_count;13;
power;seqPwrFrac;56.0;%
final_layout;n_fill_cell;393;
power;switchingPower;69.7;uW
setup_path;startpoint_type;register;
logic_synthesis;synthTopCellsByArea;dfrtp_1 54%, buf_4 18%, dfstp_2 7.1%;
power;intPower;292;uW
logic_synthesis;yosysTopAreaCell;dfrtp_1;
timing;setup_viol;0;
timing;hold_violations;0;
timing;finalClockPeriodUsage;95.9;%
clock_tree;clkSinkCount;9;
setup_path;path_delay_family;buffers and inverters;
logic_synthesis;syn_area;369;sq um
worst_hold_path;hold_class;in2async;
placed_design;gp_congestion;0.713;
detailed_routing;wl_per_cell;8.64;um
-- layout by cell type, fill, tap and decap left out --
cell / count
nand2_1: 2
buf_4: 1
nor2_1: 1
dfrtp_1: 7
and2_1: 1
nor3_1: 1
dfstp_2: 1
dlygate4sd2_1: 3
a21o_2: 1
or2_4: 1
inv_1: 2
conb_1: 9
clkdlybuf4s50_1: 7
dfrtp_2: 1
clkbuf_1: 1
clkbuf_4: 3
nor2_4: 1
or3_1: 3
-- power groups by stage --
stage	logic, uW	registers (uW)	clock network, uW
final	9.79	202	149
after global routing	12.4	202	167
after CTS	10.8	202	156
-- through the flow --
| stage | setup WS (ns) | util [%] | power (uW) | hold slack, ns | std cells |
|---|---|---|---|---|---|
| after CTS | 0.0110 | 15.1 | 369 | 0.369 | 92 |
| after global placement | 0.199 | 14.2 | 217 | 0.375 | 87 |
| after detailed placement | 0.204 | 14.2 | 217 | 0.361 | 87 |
| final | 0.0740 | 15.4 | 361 | 0.364 | 92 |
| after floorplan | 0.737 | - | 223 | 0.187 | 41 |
| after global routing | 0.00774 | 15.4 | 382 | 0.392 | 92 |
-- layout make-up --
class	instances	area, sq um	share of cell area (%)
multi-input combinational	20	104	19.7
sequential	9	228	43.2
timing repair buffer	11	104	19.7
clock buffer	4	26.3	4.99
inverter	2	7.51	1.43
tap	46	57.6	10.9
-- worst paths after layout --
check	start	endpoint	slack, ns	cells past startpoint
hold / removal	Reset	state[3]	0.36	2
setup reg to reg	state[1]	state[0]	1.00	2
setup / recovery	state[1]	SUM[3]	0.07	4
hold reg to reg	state[5]	state[3]	0.38	0
min in group clk0	state[5]	state[3]	0.38	0
max in group asynchronous	Reset	state[0]	1.14	2
-- cells by family (layout without fill, tap and decap cells) --
| logic type | after synthesis | after routing |
|---|---|---|
| flip-flops | 9 | 9 |
| other | 1 | 9 |
| AND-OR/OR-AND | 1 | 1 |
| AND/OR/NAND/NOR | 10 | 10 |
| buffers and inverters | 12 | 17 |
-- repair_timing --
item / CTS / global route
resized: 4 / 3
setup endpoints to repair: 3 / 3
pin swaps: 1 / 0
setup buffers: 1 / 0
-- layer usage --
metal / part of all wire (%) / vias to the layer above
met4: 0.75 / 0
met3: 12 / 2
li1: - / 109
met1: 46 / 114
met5: 0 / -
met2: 41 / 14
Power is estimated from default activity; no workload was simulated.
