**design/flow/run.sh**
```bash
#!/bin/bash
# OpenROAD 26Q1-2900-gdf79404cd8, Yosys 0.63+post, stock flow scripts
make -C /OpenROAD-flow-scripts/flow DESIGN_CONFIG=/design/flow/config.mk WORK_HOME=/design/flow/orfs finish
```
**design/flow/constraint.sdc**
```tcl
current_design FSM

set clk_period 2.3
set clk_io_pct 0.2

create_clock -name clk0 -period $clk_period [get_ports {clk}]

set non_clock_inputs [all_inputs -no_clocks]
set_input_delay [expr $clk_period * $clk_io_pct] -clock clk0 $non_clock_inputs
set_output_delay [expr $clk_period * $clk_io_pct] -clock clk0 [all_outputs]
```
**design/flow/design.v**
```verilog
module FSM (input logic clk, Reset, left, right, hazard, brake,
				output logic LA,LB,LC,RA,RB,RC);
logic [2:0]state;
logic [2:0]nextstate;
always_ff @ (posedge clk, posedge Reset)
		 if(Reset) state <= 0;
		 else 	  state <= nextstate;
always_comb begin
		 case(state) 
		 3'b000 : begin  
		 if (left ==1'b1) nextstate = 3'b001;
		 else if (right==1'b1) nextstate = 3'b100;
		 else if (brake== 1'b1) nextstate = 3'b111;
		 else if (hazard== 1'b1) nextstate = 3'b111;
		 else	nextstate = 3'b000;
		 end
		 3'b001 : begin  
		 if (left ==1'b1) nextstate = 3'b010;
		 else	nextstate = 3'b000;
		 end
		 3'b010 : begin  
		 if (left == 1'b1) nextstate = 3'b011;
		 else nextstate = 3'b000;
		 end
		 3'b011 : begin  
		 if (left == 1'b1) nextstate = 3'b000;
		 else nextstate = 3'b000;
		 end
		 3'b100 : begin  
		 if (right == 1'b1) nextstate = 3'b101;
		 else nextstate = 3'b000;
		 end
		 3'b101 : begin  
		 if (right == 1'b1) nextstate = 3'b110;
		 else nextstate = 3'b000;
		 end
		 3'b110 : begin  
		 if (right == 1'b1) nextstate = 3'b000;
		 else nextstate = 3'b000;
		 end
		 3'b111 : begin  
		 if (brake == 1'b1) nextstate = 3'b111;
		 else if (hazard == 1'b1) nextstate = 3'b000;
		 else nextstate = 3'b000;
		 end
		 endcase
		 end
always_comb begin
		 case(state) 
		 3'b000 : {LA,LB,LC,RA,RB,RC}= 6'b000000;
		 3'b001 : {LA,LB,LC,RA,RB,RC}= 6'b100000;
		 3'b010 : {LA,LB,LC,RA,RB,RC}= 6'b110000;
		 3'b011 : {LA,LB,LC,RA,RB,RC}= 6'b111000;
		 3'b100 : {LA,LB,LC,RA,RB,RC}= 6'b000100;
		 3'b101 : {LA,LB,LC,RA,RB,RC}= 6'b000110;
		 3'b110 : {LA,LB,LC,RA,RB,RC}= 6'b000111;
		 3'b111 : {LA,LB,LC,RA,RB,RC}= 6'b111111;
		 endcase
		 end
endmodule
```
**design/flow/config.mk**
```make
export PLATFORM = sky130hd
export DESIGN_NAME = FSM
export DESIGN_NICKNAME = FSM
export VERILOG_FILES = /design/flow/design.v
export SDC_FILE = /design/flow/constraint.sdc
export NUM_CORES = 4
export LEC_CHECK = 1
export CORE_AREA = 10 10 70 70
export DIE_AREA = 0 0 80 80
```
==> deck_impl_summary.md <==
Synthesis and Place & Route Summary

Synthesis
  • Cells in synth_stat.txt: 33
  • Post-synthesis area per instance: 8.15 um^2
  • Area leader share: 27.9%
  • Cell type with the largest total area: dfrtp_1
  • AO/OA Area Share: 24.2%
  • Cells after Synth: 33
  • Post-Synthesis Cell Area: 269 um^2
  • Simple-Gate Fraction of Synth Area: 32.6%
  • Mux frac, synth: 0%
  • Ys flops: 3
  • Adder Share, Synth: 3.72%
  • Seq share, synth: 27.9%
  • Distinct lib cells: 25
  • Top logic family: simple AND/OR/NAND/NOR gates
  • Warnings from Yosys: 1
  • Top cells by area: dfrtp_1 (28%), a32oi_1 (6.5%), buf_6 (4.2%)
  • Xor+xnor area frac: 0%
  • Chip area line of the yosys report: 269 um^2

Critical path
  • Reg2Reg Capture Point: state[1]$_DFF_PP0_
  • RR Startpoint: state[0]$_DFF_PP0_
  • Critical setup path kind: flop to primary output
  • R2R Setup Slk: 0.82 ns
  • Required @ worst endpoint: 1.84 ns
  • CP Launch Type: flop
  • Worst EP arrival: 1.68 ns
  • Critical-path maximum fanout: 11
  • Critical path capture point type: primary output
  • Worst R2R Path Depth: 3

Routing
  • Vias: 284
  • Residual DRC count: 0
  • Final WL: 782 um
  • Post-route ant nets: 0
  • Iter 0 DRT Violations: 13
  • DR pass1 iterations: 2
  • Diode count: 0
  • DR vias/cell: 3.12
  • Routed wire per std cell: 8.59 um

GRT
  • Remaining Overflow, GRT: 0
  • GRT Total Usage: 2.34%
  • Pin count of the biggest net entering global routing: 12
  • Vias in the first global route: 274
  • Initial antenna violation count: 0
  • First-pass GRT wire length: 1250 um

Finish
  • Top Layout Cells: clkdlybuf4s50_1 (11), inv_1 (3), nor2_1 (3), clkbuf_4 (3), dfrtp_1 (3)
  • Biggest registers after layout: state x3
  • Max reg flops: 3
  • Commonest non-fill, non-tap cell in the layout: clkdlybuf4s50_1
  • Biggest register: state
  • Area Overhead vs Synth: 64.7%
  • Share of layout cells above drive strength 1: 13.3%

Final timing
  • Final worst path period share: 93.0%
  • Final tally of setup violations: 0
  • Pins Over Slew Limit: 0
  • Max Fclk: 0.468 GHz
  • Slew HR: 79.4%
  • Setup TNS: 0 ns
  • Tightest Pin Transition: 0.309 ns
  • Final Hold Vio Count: 0
  • Clock skew: 0.00142 ns
  • Worst Slack Setup Final: 0.162 ns
  • RSZ-0062 raised after global routing: false
  • Min Tclk post-route: 2.14 ns

Clock network
  • CTS max path bufs: 2
  • # clock sinks: 3
  • CTS Buf Count: 3
  • Setup bufs post-CTS: 0
  • TritonCTS clock tree: done
  • CTS root buffer: clkbuf_4
  • Clk ins delay skew pair: 0.23 ns
  • Worst-path clk slew: 0.04 ns
  • PostCTS Resize Cnt: 0
  • Htree depth: 1
  • Post-CTS Hold Buffers: 0

Die
  • I/O pin count: 12
  • Die area: 0.00640 mm^2
  • Fp_density: 7.88%
  • Core area: 0.00342 mm^2
  • Die Ht: 80 um
  • Num rows: 21
  • Die Wd: 80 um

Power and ir drop
  • Sequential Power Share: 30.4%
  • Sw frac: 35.1%
  • Logic pwr share: 50.1%
  • Clk pwr share: 19.5%
  • Switching power: 0.164 mW
  • Int Pwr: 0.304 mW
  • Max VDD drop: 0.194 mV
  • Pleak: 0.160 nW
  • PwrDens: 1060 mW/mm^2

Placement
  • Dpl ws: 0.391 ns
  • Routability Congestion: 0.828
  • HPWL Detailed: 628 um
  • PortBufs: 11

Min path
  • Hold/Removal Path Class: input port to async pin

Status
  • Status: finished, final reports clean

Job
  • Max cap viols: 0
  • Tool warnings: 25
[routing by layer]
layer  routed length (um)  GRT usage, %  vias up
met4                   31          1.41        0
met1                  287          2.53      134
met5                    0             0        -
met3                   39         0.682        2
li1                     -             -      142
met2                  423          3.93        6
[cell usage after synthesis]
master,n
nor2b_1,1
buf_1,1
o211a_1,1
a21oi_1,1
and2_1,1
nor3_1,1
nor2_1,3
dfrtp_1,3
a211oi_1,1
buf_2,1
o21ai_0,1
a32oi_1,2
nand3b_1,1
o21ai_1,1
inv_1,3
nand2b_1,1
and3_2,1
or4bb_1,1
buf_6,1
o21bai_1,1
and2_2,1
nand2_1,2
or4_4,1
a21boi_0,1
maj3_1,1
[per-stage QoR]
stage	utilization (%)	cell area [um^2]	hold slack [ns]	power [mW]	instances
6_report	13.0	443	0.388	0.468	91
5_1_grt	13.0	443	0.414	0.519	91
4_1_cts	13.0	443	0.380	0.482	91
3_5_place_dp	12.2	417	0.632	0.382	87
3_3_place_gp	12.2	417	0.635	0.384	87
2_1_floorplan	-	269	0.214	0.267	33
[worst max-delay path: stages, from the launching register on]
cell and delay (ns):
dfrtp_1 0.51, inv_1 0.15, maj3_1 0.37, clkdlybuf4s50_1 0.42
[cell type report]
cell class | count | area, um^2
fillers | 403 | 2970
repair buffers | 11 | 110
well taps | 46 | 57.6
multi-input cells | 24 | 163
flip-flops and latches | 3 | 75.1
inverters | 3 | 11.3
clock buffers | 4 | 26.3
[power by group through the flow]
stage / Sequential [mW] / Combinational (mW) / Clock [mW]
4_1_cts: 0.142 / 0.242 / 0.0976
5_1_grt: 0.154 / 0.262 / 0.103
6_report: 0.142 / 0.235 / 0.0912
[how the worst max path moves through the flow]
stage                 startpoint  slack [ns]  to  cells past startpoint
CTS           state[2]$_DFF_PP0_        0.13  LA                      3
global route  state[2]$_DFF_PP0_        0.04  LA                      3
finish        state[2]$_DFF_PP0_        0.16  LA                      3
[logic make-up after synthesis]
kind of cell,count (synthesis)
AND-OR/OR-AND,9
adder cells (fa/ha/maj),1
buffers and inverters,6
flip-flops,3
AND/OR/NAND/NOR,14
Power figures rest on the tool's default switching activity, not on a simulated workload.
