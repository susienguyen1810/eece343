==> /design/flow/run.sh <==
#!/bin/bash
# OpenROAD 26Q1-2900-gdf79404cd8, Yosys 0.63+post, stock flow scripts
make -C /OpenROAD-flow-scripts/flow DESIGN_CONFIG=/design/flow/config.mk WORK_HOME=/design/flow/orfs finish
==> /design/flow/config.mk <==
export PLATFORM = sky130hd
export DESIGN_NAME = ALU_32_bits
export DESIGN_NICKNAME = ALU_32_bits
export VERILOG_FILES = /design/flow/design.v
export SDC_FILE = /design/flow/constraint.sdc
export NUM_CORES = 4
export LEC_CHECK = 1
export CORE_UTILIZATION = 30
==> /design/flow/constraint.sdc <==
current_design ALU_32_bits

set clk_period 20.9
set clk_io_pct 0.2

create_clock -name clk0 -period $clk_period

set non_clock_inputs [all_inputs -no_clocks]
set_input_delay [expr $clk_period * $clk_io_pct] -clock clk0 $non_clock_inputs
set_output_delay [expr $clk_period * $clk_io_pct] -clock clk0 [all_outputs]
==> /design/flow/design.v <==
module ALU_32_bits (
	input logic [31:0] A,B,
	input logic [3:0] ALU_Op,
	output logic [31:0] Result,
	output logic [3:0] ALUFlags
);
	always_comb begin
	case(ALU_Op)
		32'b0000: begin           
	   Result = A & B;
		ALUFlags[3] = Result[31];
	   ALUFlags[2] = (Result == 32'b0000);
		ALUFlags[1] = 0;
		ALUFlags[0] = 32'bx;
		end	
		32'b0001: begin	   
		Result = A | B;  
		ALUFlags[3] = Result[31];
		ALUFlags[2] = (Result == 32'b0000);
		ALUFlags[1] = 0;
		ALUFlags[0] = 32'bx;
		end
		32'b0010: begin	   
		Result = A ^ B;  
		ALUFlags[3] = Result[31];
		ALUFlags[2] = (Result == 32'b0000);
		ALUFlags[1] = 0;
		ALUFlags[0] = 32'bx;
		end 
		32'b0011: begin	   
		Result = A + B;  
		ALUFlags[3] = Result[31];
		ALUFlags[2] = (Result == 32'b0000);
		ALUFlags[0] = (ALU_Op[1] == 1'b0) & ~(A[31] ^ B[31] ^ ALU_Op[0]) & (A[31] ^ Result[31]);
	   ALUFlags[1] = (ALU_Op[1] == 1'b0) & Result[31];
		end 
		32'b0100: begin	   
		Result = A << B[4:0];  
		ALUFlags[3] = Result[31];
		ALUFlags[2] = (Result == 32'b0000);
		ALUFlags[1] = Result[31];
		ALUFlags[0] = 32'bx;
		end  
		32'b0101:begin	   
		Result = A >> B[4:0];  
		ALUFlags[3] = Result[31];
		ALUFlags[2] = (Result == 32'b0000);
		ALUFlags[1] = Result[0]; 
		ALUFlags[0] = 32'bx;
		end  
		32'b0110:begin	   
		Result = A >>> B[4:0];  
		ALUFlags[3] = Result[31];
		ALUFlags[2] = (Result == 32'b0000);
		ALUFlags[1] = Result[0];
		ALUFlags[0] = 32'bx;	
		end  
		32'b0111:begin	   
		Result = A << (32-B[4:0] | A >> B[4:0]);  
		ALUFlags[3] = Result[31];
		ALUFlags[2] = (Result == 32'b0000);
		ALUFlags[1] = Result[0]; 
		ALUFlags[0] = 32'bx;
		end
		32'b1011: begin	   
		Result = A + ~B + 1;  
		ALUFlags[3] = Result[31];
		ALUFlags[2] = (Result == 32'b0000);
		ALUFlags[0] = (ALU_Op[1] == 1'b0) & ~(A[31] ^ B[31] ^ ALU_Op[0]) & (A[31] ^ Result[31]);
	   ALUFlags[1] = (ALU_Op[1] == 1'b0) & Result[31];
		end 
		32'b1100: begin           
	   Result = A & ~B;  
		ALUFlags[3] = Result[31];
	   ALUFlags[2] = (Result == 32'b0000);
		ALUFlags[1] = 0;
		ALUFlags[0] = 32'bx;
		end 
		default: begin
		Result = 32'bxxxxxxxxxxxxxxxxxxxxxxxxxxxxxxxx;  
		ALUFlags[3] = 1'bx;
	   ALUFlags[2] = 1'bx;
		ALUFlags[1] = 1'bx;
		ALUFlags[0] = 1'bx;
		end
	endcase
end
endmodule
==> metrics.yaml <==
antenna_found_initial: 2
gp_congestion: 1.16
fmax_mhz: 69.9
outcome: "finished, final reports clean"
yosys_cells: 1677
ir_drop_uv: 13.0
n_antenna_cell: 0
cts_resized: 0
drt_first_pass_iters: 7
seqPwrFrac_pct: 0
topCellsByArea: "mux2i_1 11%, ha_1 10%, mux4_2 9.1%, nand2_1 4.8%, a21oi_1 4.6%"
overflow: 0
die_w_um: 201
nFillCells: 4070
max_cap_violations: 0
synthesis.instances: 1677
period_needed_ps: 14320
drc: 0
finalWorstSetupSlack_ps: 6580
hold_violations: 0
hpwl_mm: 51.9
fin_tns_setup_ps: 0
vias: 14800
p_comb_share_pct: 100.0
finalNonFillerCells: 2201
path_max_fanout: 44
core_um2: 38800
rsz0062_at_grt: "false"
worst_pin_slew_ps: 999
top_area_share_pct: 10.6
p_per_area_nw_per_um2: 35.7
grt_pass1_vias: 14200
synthToLayoutAreaGrowth_pct: 11.8
port_buffers: 104
finalClockPeriodUsage_pct: 68.5
fp.dieArea_um2: 40300
ant_nets: 0
drtIter0Drc: 1765
rows: 72
drive_above_1_share_pct: 9.27
top_area_cell: "mux2i_1"
syn_area_per_cell_um2: 7.07
vias_per_cell: 6.72
route.final.wire_length_mm: 66.5
worstPathRequired_ps: 16720
dp_slack_ps: 6810
die_y_um: 201
io_pins: 104
worstSetupStartpointType: "input pin"
grt_max_degree: 66
drv_slew: 0
flop-count: 0
grtUsageTotal_pct: 32.8
dp.cells: 2201
worst_setup_path_end_kind: "output pin"
syn-cell-area_um2: 11900
p_clk_share_pct: 0
fp_util_pct: 30.5
swShare_pct: 63.6
power.total_w: 0.000474
leakagePower_nw: 5.22
clock_buffers: 0
register_area_um2: 0
cts_setup_buffers: 0
worstSetupPathType: "input pin to output pin"
synth_cell_types: 91
switchingPower_w: 0.000301
min_path_type: "input pin to output pin"
slew_headroom_pct: 32.8
setup_viol: 0
internal-power_w: 0.000172
ys_chip_area_um2: 11900
warnings: 97
grt_pass1_wl_mm: 96.9
synth_seq_share_pct: 0
critPathArrivalTime_ps: 10140
post-route-util_pct: 34.1
hold_buffers: 0
wl_per_cell_um: 30.2
ys_warn_count: 1
-- final timing paths --
kind | startpoint | slack, ps | cells past startpoint | to
max | B[2] | 6580 | 20 | ALUFlags[2]
min | B[31] | 9560 | 5 | Result[31]
-- metrics by stage --
step,hold WS [ps],instance area (µm²)
floorplan,8600,11900
global placement,9570,13300
detailed placement,9570,13300
CTS,9570,13300
global route,9610,13300
finish,9560,13300
-- worst max-delay path: stages --
cell and delay, ps:
buf_2 70, buf_4 410, buf_4 530, inv_1 100, buf_4 300, ha_1 470
o21bai_1 200, a21oi_1 170, o21ai_0 370, nand3_1 210, a31oi_1 470, a2111oi_0 280
o41ai_1 810, nor4_1 110, a211oi_1 320, nand2_1 90, o41ai_1 310, a41oi_1 100
nand2_1 110, clkdlybuf4s50_1 450
-- metal layers --
metal	wire length (µm)	GRT usage (%)	up-vias
li1	-	-	6379
met1	24500	41.7	6890
met2	28100	48.8	1219
met3	8540	9.82	292
met4	5230	20.0	6
met5	89	1.67	-
-- Yosys cell counts, drive strengths merged (21+ instances only) --
library cell / count
nand3: 44
ha: 98
nor4: 27
a21oi: 109
clkbuf: 89
mux2i: 128
inv: 98
xnor2: 55
buf: 64
a31oi: 21
o21ai: 96
a211oi: 25
nand2: 151
o22ai: 27
nor3: 46
nor2: 137
a22oi: 39
a221oi: 32
mux4: 52
-- cells in the final DEF, fill, tap and decap left out, types with 25 or more instances in the layout --
master           netlist  routed
o21ai_0               92      91
nand2_1              151     151
clkdlybuf4s50_1        0      99
a211oi_1              25      25
nor3_1                46      45
a22oi_1               39      39
o22ai_1               27      27
a221oi_1              31      31
nand3_1               44      44
buf_4                 12      57
mux2i_1              125     125
ha_1                  98      98
inv_1                 98      98
xnor2_1               55      55
a21oi_1              108     108
nor2_1               136     136
mux4_2                48      48
nor4_1                27      27
-- final cells by class --
class / count / area, µm² / share of cell area (%)
tap: 518 / 648 / 4.89
multi-input combinational: 1423 / 10800 / 81.4
timing repair buffer: 159 / 1430 / 10.8
inverter: 101 / 379 / 2.86
-- power by group through the flow --
stage	clock [W]	combinational [W]	sequential [W]
5_1_grt	0	0.000495	0
4_1_cts	0	0.000455	0
6_report	0	0.000474	0
-- cells by family (layout without fill, tap and decap cells) --
group | count (synthesis) | after routing | share of synthesized area (%)
xor+xnor | 63 | 63 | 4.65
compound gates | 538 | 538 | 31.5
buf+inv | 254 | 260 | 9.23
mux | 198 | 198 | 22.7
fa+ha+maj | 100 | 100 | 10.7
simple gates | 524 | 524 | 21.2
Power is estimated from default activity; no workload was simulated.
